==> flow/config.mk <==
export PLATFORM = sky130hd
export DESIGN_NAME = operaciones
export DESIGN_NICKNAME = operaciones
export VERILOG_FILES = /design/flow/design.v
export SDC_FILE = /design/flow/constraint.sdc
export NUM_CORES = 4
export LEC_CHECK = 1
export CORE_AREA = 10 10 70 70
export DIE_AREA = 0 0 80 80
==> flow/constraint.sdc <==
current_design operaciones

set clk_period 4.1
set clk_io_pct 0.2

create_clock -name clk0 -period $clk_period [get_ports {clk}]

set non_clock_inputs [all_inputs -no_clocks]
set_input_delay [expr $clk_period * $clk_io_pct] -clock clk0 $non_clock_inputs
set_output_delay [expr $clk_period * $clk_io_pct] -clock clk0 [all_outputs]
==> flow/design.v <==
module Accu(input wire [3:0]D4, input wire eneable4, reset4, clk4, output reg [3:0]Q4);
  always @ (posedge clk4, posedge reset4) begin
    if (reset4) Q4 <= 0;
    else if (eneable4) begin
        Q4 <= D4;
    end
  end
endmodule  
module ALU_aritmetica(input wire [3:0] A,B, input wire [2:0] Select,
                      output wire Zero, Carry, output wire [3:0]Y);  
  reg [4:0] Oprnd;
  assign Zero = ~(Y[3]|Y[2]|Y[1]|Y[0]);  
  assign Carry = Oprnd[4];  
  assign Y = Oprnd[3:0];
  always @ (A, B, Select) begin  
    case (Select)
      3'b000: Oprnd <= A;  
      3'b001: Oprnd <= A-B;  
      3'b010: Oprnd <= B;  
      3'b011: Oprnd <= A+B;  
      3'b100: Oprnd <= {1'b0, ~(A & B)};  
      default: Oprnd <= 0;
    endcase
  end
endmodule
module operaciones(input [3:0]DataIn, input [2:0] Select, input clk, reset, enACU,
                    output wire [3:0] DataOut, Accu, output wire Z, C);
  ALU_aritmetica a0(Accu, DataIn, Select, Z, C, DataOut);
  Accu a1(DataOut, enACU, reset, clk, Accu);
endmodule  
==> flow/run.sh <==
#!/bin/bash
# OpenROAD 26Q1-2900-gdf79404cd8, Yosys 0.63+post, stock flow scripts
make -C /OpenROAD-flow-scripts/flow DESIGN_CONFIG=/design/flow/config.mk WORK_HOME=/design/flow/orfs finish
==> CHANGELOG.md <==
### Changed

- Seq/Total Area, Yosys: 18.02%
- GR Overflow Total: 0
- Final core area utilization: 26.92%
- CTS buffer count: 3
- Max reg flops: 4
- Final max-slew violation count: 0
- Main flop type: dfrtp_1
- Routability cong.: 0.8326
- Initial antenna violation count: 0
- Max Freq: 0.2528 GHz
- DR vias/cell: roughly 4
- Setup Viol. Count Final: 0
- CP required: 3280 ps
- Tally of unique sky130hd cells used after synthesis: 30
- Post-DRT Antenna Nets: 0
- Root Driver: clkbuf_4
- R2R setup slack: 2290 ps
- Ys Warns: 2
- Worst-path clk slew: 30 ps
- Diode count: 0
- Synthesized flop and latch total: 4
- Period utilisation layout: roughly 96%
- Status: finished clean
- I/O pins: 20
- TritonCTS clock tree: yes
- Worst Tran Pin Value: 284.9 ps
- Hold_buf cts: 0
- Routed len/inst: 11.33 um
- Slowest CP cell: clkdlybuf4s50_1
- Leakage: 0.4173 nW
- Row count: 21
- Post-Syn Area: 555.5 sq um
- Area of the core: 0.003416 sq mm
- Critical path class: in2out
- VDD IR-drop max: between 0.15 and 0.2 mV
- Max Cap Viol: 0
- Critical Path AT: around 3100 ps
- HPWL Detailed: 1372 um
- Post-synth ARST share: roughly 100%
- CP top delay family: simple AND/OR/NAND/NOR gates
- Buf+Inv Stages, Crit Path: 2
- Initial Util: 16.26%
- Log Warnings: 25
- Min Tclk post-route: 3956 ps
- Die x size: 80 um
- Largest stage delay, worst path: 470 ps
- Die area: 0.006400 sq mm
- Post-Synthesis Cells: around 70
- Number of global-route vias before repair: 606
- RSZ-0062 raised after global routing: false
- H-tree levels: 1
- # DRC: 0
- Top flop regs: a1.Q4 x4
- CP endpoint kind: primary output
- P&R area growth vs syn: 65.54%
- Avg Cell Area, Syn: 7.716 sq um
- Final Routed Wirelength: approximately 1700 um
- Vias: 590
- Max transition margin: 80.95%
- Count of input and output buffers: 19
- First-pass GRT wire length: 2663 um
- CTS Sinks: 4
- Clk latency of the worst-skew pair: 230 ps
- Hold Fails Final Rpt: 0
- Startpoint Class: input port
- Share of cells above drive strength 1: 28.71%
- Gr usage total: 5.019%
- Most flops, register: a1.Q4
- Post-Route Setup TNS: 0 ps
- Worst Path Max Fanout: 4
- Clock Skew: 1.513 ps
- DIE HEIGHT: 80 um
- DRT iter0 DRCs: 7
- First-pass DRT Iterations: 2
- Largest net degree at the start of global routing: 14
- Crit path cell chain: dlygate4sd2_1, and2b_4, a21oi_2, xor2_1, ha_1, a21oi_2, a211oi_2, nor3b_2, and4_1, clkdlybuf4s50_1
- Worst hold-check path type: reg2reg
- Yosys cell count: 72
- Post-synth EDFFs: 0
- Largest buffer count on any clock path: 2
- Cell mode on critical path: a21oi_2
- PwrDens: ~260 mW/mm^2
- Chip Area, Yosys: 555.5 sq um
## cell usage in the layout (no fill, tap or decap), types with 4 or more instances in the layout
master / count
a21oi_1: 8
dlygate4sd2_1: 4
clkdlybuf4s50_1: 13
inv_1: 5
nor2_1: 9
buf_4: 10
dfrtp_1: 4
ha_1: 4
## worst reg2reg max path: stages (launching register included)
cell and delay (ps):
dfrtp_1 400, ha_1 240, fa_2 370, xor2_1 150
a32o_1 210, a21oi_2 130, buf_4 130, a21oi_1 50
## logic make-up (layout without fill, tap and decap cells)
group | after synthesis | count (layout) | share of synthesized area [%]
AND/OR/NAND/NOR | 27 | 27 | 28.83
AND-OR/OR-AND | 21 | 21 | 23.65
buffers and inverters | 10 | 39 | 8.333
adder cells (fa/ha/maj) | 6 | 6 | 14.87
XOR/XNOR | 4 | 4 | 6.307
flip-flops | 4 | 4 | 18.02
## metal layers
metal / track usage, % / wire, um / vias up
met4: 1.056 / 0 / 0
met3: 1.477 / 105 / 0
met2: 8.186 / 803 / 11
met5: 0 / 0 / -
li1: - / - / 314
met1: 6.376 / 757 / 265
## cells in the mapped netlist (2+ instances only)
| master | number | area share, % |
|---|---|---|
| a211oi_1 | 2 | 2.7 |
| nand2b_1 | 2 | 2.3 |
| nor3b_2 | 2 | 4.5 |
| nor2_1 | 9 | 6.1 |
| inv_1 | 7 | 4.7 |
| nand2_1 | 4 | 2.7 |
| dfrtp_1 | 4 | 18 |
| xor2_1 | 3 | 4.7 |
| ha_1 | 5 | 11 |
| a21oi_1 | 10 | 9.0 |
| o21ai_0 | 2 | 1.8 |
| a21o_1 | 2 | 2.7 |
| nand3_1 | 3 | 2.7 |
## area by class of cell
| class | count | area, sq um |
|---|---|---|
| tap | 46 | 57.56 |
| timing repair buffer | 29 | 265.3 |
| inverter | 7 | 26.28 |
| fill | 375 | 2496 |
| sequential | 4 | 100.1 |
| clock buffer | 3 | 22.52 |
| multi-input combinational | 58 | 447.9 |
## power breakdown
group	internal (mW)	leakage [nW]	total, mW	switching (mW)
Clock	0.0326	0.0138	0.0467	0.0141
Combinational	0.0827	0.357	0.140	0.0572
Sequential	0.0459	0.0468	0.0562	0.0103
Total	0.161	0.417	0.243	0.0815
## worst paths after layout
kind,startpoint,end,depth (start not counted)
max in group asynchronous,reset,a1.Q4[1],2
min,a1.Q4[0],a1.Q4[0],2
max,Select[2],Z,10
max reg2reg,a1.Q4[0],a1.Q4[2],7
min reg2reg,a1.Q4[0],a1.Q4[0],2
min in group asynchronous,reset,a1.Q4[2],2
## metrics by stage
step | instances | power [mW] | instance area (sq um) | hold slack, ps | worst slack [ps]
final | 147 | 0.2426 | 919.6 | 591.3 | 143.5
after global routing | 147 | 0.2653 | 919.6 | 657.7 | 17.29
after CTS | 147 | 0.2472 | 909.6 | 596.2 | 59.79
after detailed placement | 143 | 0.1867 | 850.8 | 588.3 | -145.3
after global placement | 143 | 0.1870 | 850.8 | 578.5 | -187.9
after floorplan | 72 | 0.1177 | 555.5 | 514.5 | 897.1
## repair_timing
item / CTS / global route
setup buffers: 1 / 0
gates resized: 15 / 3
setup endpoints to repair: 5 / 2
pin swaps: 5 / 0
hold endpoints to repair: 0 / 0
Power and IR drop assume default switching activity.
