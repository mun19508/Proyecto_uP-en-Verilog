==> /design/flow/design.v <==
module Fetch(input wire eneable2, reset2, clk2, input wire [7:0]D, output wire [3:0] ins, op);
  FlipFlopD_4b ff1(eneable2, reset2, clk2, D[3:0], op);
  FlipFlopD_4b ff2(eneable2, reset2, clk2, D[7:4], ins);
endmodule  
module ROM(input wire [11:0]direccion, output wire [7:0]dato);
  reg [7:0] Memoria [0:4095];
  initial
    $readmemh("memory.list", Memoria);
  assign dato = Memoria[direccion];
endmodule  
module counter_12b(input clk, reset, load, eneable, input [11:0] b, output reg [11:0] c);
  always @ (posedge clk, posedge reset) begin
    if (reset)
      c <= 12'b0;
    else if (load)
      c <= b;
    else if (eneable)
      c = c + 1;
  end
endmodule  
module control_intrucciones(input wire [11:0] valor, input wire eneable_fetch, eneable_counter, reset, clk, load,
                            output wire [3:0] instr, oprnd, output wire [7:0] prog_b, output wire [11:0]count);
    wire [11:0] count_w;
    assign count = count_w;
    counter_12b c0(clk, reset, load, eneable_counter, valor, count_w);
    ROM r0(count_w, prog_b);
    Fetch f0(eneable_fetch, reset, clk, prog_b, instr, oprnd);
endmodule  
==> /design/flow/memory.list <==
48  //LIT 8
70  //ST 009
09
4F  //LIT F
B0  //ADDM 000
00
D5  //OUT 5
54  //IN 35
A5  //ADDI 5
D1  //OUT 12
70  //ST  002
02
49  //LIT 9
EA  //NANDI A
73  //ST 003
00
4E  //LIT E
F0  //NANDM 005
05
D0  //OUT 0
42  //LIT 2
A6  //ADDI 6
AB  //ADDI B
10  //JNC 016
16
00  //JC   018
18
==> /design/flow/run.sh <==
#!/bin/bash
# OpenROAD 26Q1-2900-gdf79404cd8, Yosys 0.63+post, stock flow scripts
make -C /OpenROAD-flow-scripts/flow DESIGN_CONFIG=/design/flow/config.mk WORK_HOME=/design/flow/orfs finish
==> /design/flow/config.mk <==
export PLATFORM = sky130hd
export DESIGN_NAME = counter_12b
export DESIGN_NICKNAME = counter_12b
export VERILOG_FILES = /design/flow/design.v
export SDC_FILE = /design/flow/constraint.sdc
export NUM_CORES = 4
export LEC_CHECK = 1
export CORE_AREA = 10 10 80 80
export DIE_AREA = 0 0 90 90
==> /design/flow/constraint.sdc <==
current_design counter_12b

set clk_period 2.9
set clk_io_pct 0.2

create_clock -name clk0 -period $clk_period [get_ports {clk}]

set non_clock_inputs [all_inputs -no_clocks]
set_input_delay [expr $clk_period * $clk_io_pct] -clock clk0 $non_clock_inputs
set_output_delay [expr $clk_period * $clk_io_pct] -clock clk0 [all_outputs]
==> impl_metrics.toml <==
# yosys + openroad results
[route]
dr.first_iter.drc_count = 48
wl_per_cell_um = 12.1
routed_wl_um = 2080
drcViolationCount = 0
diodes = 0
vias_per_cell = 3.94
antenna_left = 0
dr.pass1.iters = 4
num_vias = 677

[yosys]
synth-main-ff-cell = "dfrtp_1"
synth_cells = 76
post-synth-top-area-cell = "dfrtp_1"
synthTopCellsByArea = "dfrtp_1 42%, nand4_4 6.0%, nand2_1 5.8%, nand3_1 5.6%, or4_1 5.3%"
synth_top_cell_by_count = "dfrtp_1"
yosys_area_um2 = 711
ys_sh_mux_pct = 1.41
yosysWarningCount = 1
async_flop_share_pct = 100
netlist_area_um2 = 711
syn_area_per_cell_um2 = 9.35
ys_seq_share_pct = 42.3
yosys_cells = 76
aoi_share_pct = 14.3
synth-edff-count = 0
common_cells = "12 x dfrtp_1, 11 x nand2_1, 8 x nand3_1"
synth_flops = 12
yosys.area_share.simple_pct = 31.7
ys_top_logic_family = "simple AND/OR/NAND/NOR gates"
synth-xor-area-share_pct = 4.93
netlist.area_leader.share_pct = 42.3
ys_types = 25
ys_sh_adder_pct = 1.76

[timing]
hold_slack_ps = 573
layout_setup_ws_ps = 929
hold_viol = 0
min_period_ps = 1970
skew_ps = 0.458
clock.fmax_ghz = 0.507
setup_tns_ps = 0
finalMaxSlewViolations = 0
grt_setup_unrepaired = "false"
fin_crit_sh_pct = 68.0
relSlewSlack_pct = 68.0
setup_violations = 0
worst_pin_slew_ps = 480

[floorplan]
die_h_um = 90
fp-utilization_pct = 15.0
dieArea_um2 = 8100
die_x_um = 90
fp.coreArea_um2 = 4720
core.rowCount = 25
pin_count = 28

[cts]
htreeDepth = 1
clock_sinks = 12
ctsResizeCount = 0
root_buffer = "clkbuf_8"
hold_buffers = 0
post_cts_buffers = 0
cts_inserted_buffers = 3
cts_tree = "yes"
path_clk_slew_ps = 50
insertion_delay_ps = 240
clk_path_buf_depth = 2

[place]
dp_hpwl_um = 1620
io_buffer_count = 27
gp_congestion = 0.725
pre_cts_ws_ps = 699
dpl.cell_count = 168

[global_route]
antenna_found_initial = 0
grt_max_degree = 23
gr-total-overflow = 0
grt.total_usage_pct = 5.05
grt_pass1_vias = 674
grt_pass1_wl_um = 3460

[finish]
drive_gt1_share_pct = 8.57
mi_logic_area_um2 = 384
syn_to_final_growth_pct = 56.5
postLayoutCoreUtil_pct = 23.5
regArea_um2 = 300
regMostFlops = "c"
reg.largest.list = "c: 12 flops"
fillers = 501
fin_cells = 172
largest_register_ffs = 12

[worst_setup_path]
endpoint_kind = "flip-flop"
reg2reg_slack_ps = 1300
critical_path_class = "in -> reg"
arrival_ps = 2130
cp-start-kind = "input pin"
worstPathRequired_ps = 3060
cp_max_fo = 6

[pwr]
ir_drop_uv = 115
p_per_area_nw_per_um2 = 455
leakagePower_nw = 0.409

[outcome]
status = "complete, no violations"

[run]
maxCapViolations = 0
tool_warnings = 25

[min_path]
hold_path_class = "reg -> reg"
## layout by cell type (no fill, tap or decap), drive strengths merged, types with 2 or more instances in the layout
cell type | Yosys | routed
nand2 | 11 | 11
nand4 | 3 | 3
o21ai | 7 | 7
a31oi | 2 | 2
o211ai | 3 | 3
nor2 | 3 | 3
inv | 3 | 3
o31ai | 2 | 2
or4 | 6 | 6
nand3 | 8 | 8
clkdlybuf4s50 | 0 | 27
clkbuf | 2 | 4
dfrtp | 12 | 12
nor2b | 2 | 2
xor2 | 3 | 3
## per-layer routing
metal,GRT usage [%],wire [um],part of all wire (%)
met1,6.77,956,46
met2,7.87,970,47
met3,1.59,122,5.9
met4,0.928,27,1.3
met5,0,0,0
## path summary, 6_finish.rpt
kind                               from     to  cells after the start
worst max-delay path            eneable   c[8]                      4
worst min-delay path              c[11]  c[11]                      2
worst max register to register     c[0]   c[8]                      4
worst min register to register    c[11]  c[11]                      2
max in group asynchronous         reset   c[9]                      2
min in group asynchronous         reset  c[11]                      2
## final cells by class
| class | count | area share [%] |
|---|---|---|
| repair buffers | 28 | 25.0 |
| well taps | 67 | 7.54 |
| inverters | 3 | 1.01 |
| flip-flops and latches | 12 | 27.0 |
| clock buffers | 4 | 4.95 |
| multi-input cells | 58 | 34.5 |
## worst max-delay path, cell delays in order
cell	delay (ps)
clkdlybuf4s50_1	640
nand3_1	230
or4_1	500
a31oi_1	170
## logic make-up (layout without fill, tap and decap cells)
group                      count (synthesis)  after routing
xor gates and xnor gates                   4              4
and+or+nand+nor                           36             36
DFF                                       12             12
AOI/OAI and AO/OA                         16             16
buffers and inverters                      6             35
muxes                                      1              1
adders and majority gates                  1              1
## report_power, final
group / leakage [nW] / internal, mW / switching (mW)
sequential: 0.141 / 0.186 / 0.0296
combinational: 0.240 / 0.0722 / 0.0380
clock: 0.0288 / 0.120 / 0.0608
total: 0.409 / 0.378 / 0.128
## stage by stage
stage	cell area, um^2	total power [mW]
after global routing	1110	0.544
after detailed placement	1060	0.331
after floorplan	711	0.256
after global placement	1060	0.331
final	1110	0.507
after CTS	1110	0.518
Power and IR drop assume default switching activity.
